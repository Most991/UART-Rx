**flow/design.v**
```verilog
module deser(
input wire sampled_bit,
input wire deser_en,
input wire clk,
input wire rst,
input wire [5:0] edge_cnt,
input wire [3:0] bit_cnt,
output reg [7:0] p_data,
output reg p_data_ready
);
reg [7:0] shift_reg;
always @ (posedge clk or negedge  rst)
begin
    if (!rst) begin    
      p_data <= 8'd0;
      p_data_ready <= 1'b0;
      shift_reg <= 8'd0;        
    end 
    else if (deser_en && edge_cnt == 6'd6) 
      shift_reg <= {shift_reg[6:0],sampled_bit};
    else  if (bit_cnt == 4'd8) 
begin 
        p_data <= shift_reg;
        p_data_ready <= 1'b1;
      end  
end    
endmodule  
```
**flow/run.sh**
```bash
#!/bin/bash
# OpenROAD 26Q1-2900-gdf79404cd8, Yosys 0.63+post, stock flow scripts
make -C /OpenROAD-flow-scripts/flow DESIGN_CONFIG=/design/flow/config.mk WORK_HOME=/design/flow/orfs finish
```
**flow/config.mk**
```make
export PLATFORM = sky130hd
export DESIGN_NAME = deser
export DESIGN_NICKNAME = deser
export VERILOG_FILES = /design/flow/design.v
export SDC_FILE = /design/flow/constraint.sdc
export NUM_CORES = 4
export LEC_CHECK = 1
export CORE_AREA = 10 10 91 91
export DIE_AREA = 0 0 101 101
```
**flow/constraint.sdc**
```tcl
current_design deser

set clk_period 1.0
set clk_io_pct 0.2

create_clock -name clk0 -period $clk_period [get_ports {clk}]

set non_clock_inputs [all_inputs -no_clocks]
set_input_delay [expr $clk_period * $clk_io_pct] -clock clk0 $non_clock_inputs
set_output_delay [expr $clk_period * $clk_io_pct] -clock clk0 [all_outputs]
```
==> results.yml <==
# physical design summary
global_routing:
  grt_max_degree: 18
  antenna_found_initial: 0
  grt-ovfl-total: 0
  grt_usage: 0.03656
  grt_pass1_vias: 591
  grt_pass1_wl_um: 2967
logic_synthesis:
  synth_warnings: 1
  xor_area_frac: 0
  synth.area.top_cells: "dfrtp_1, mux2_4, mux2_2"
  ys.flops: 17
  netlist_area_sq_um: 708.2
  synth_cell_type_count: 10
  syn_avg_cell_area_sq_um: 17.27
  simple_gate_area_frac: 0.04770
  logic_family: "multiplexers"
  synthAoiAreaFrac: 0.01767
  synthAdderAreaFrac: 0
  ys_cells: 41
  synth_top_area_share: 0.6007
  synthMuxAreaShare: 0.2968
  synth_seq_share: 0.6007
  syn_inst: 41
  top_area_cell: "dfrtp_1"
  yosys-stat-area_sq_um: 708.2
timing:
  setup_slack_ps: -264.5
  relSlewSlack: 0.8286
  hold_slack_ps: 297.8
  worstMarginPinSlew_ps: 256.1
  layout_min_cycle_time_ps: 1265
  final-hold-violation-count: 0
  timing.setup.tns_ps: -4108
  fin_skew_ps: 0.2583
  setup_viol: 17
  fmax_ghz: 0.7908
  finalClockPeriodUsage: 1.265
  rsz0062_at_grt: "true"
  slew_violations: 0
placement:
  port_buffers: 22
  gp_congestion: 0.7167
  dpl_cell_area_sq_um: 1060
worst_setup_path:
  rrSetupSlack_ps: 120
  cp-start-kind: "input port"
  cp-end-kind: "flip-flop"
  critical_path_class: "input port to flip-flop"
  reg2reg_to: "p_data[7]"
  critical_path_peak_fanout: 8
  arrival_ps: 1400
  worstRegToRegCells: 2
  required_ps: 1130
  reg2reg_from: "p_data[7]"
pwr:
  p_leak_nw: 0.5763
  ir_drop_uv: 866.7
  p_total_mw: 1.344
  p_per_area_nw_per_um2: 1167
floorplan:
  row_count: 29
  fp_util: 0.1115
  die_h_um: 101
  boundaryPins: 23
  die_x_um: 101
  chip_area_sq_um: 10200
  coreArea_sq_um: 6350
routing:
  routed_wirelength_um: 1732
  firstDrtPassIters: 2
  antenna_left: 0
  vias: 492
  post_drt_wl_per_cell_um: 11.17
  n_antenna_cell: 0
  drtIter0Drc: 19
  vias_per_cell: 3.174
  drt_drc_violations_left: 0
min_path:
  hp-class: "input port to async pin"
clock_network:
  htreeDepth: 1
  clk_pin_slew_ps: 60
  clock_latency_ps: 240
  cts_inserted_buffers: 3
  root_buffer: "clkbuf_8"
  cts_tree: "done"
  clk_path_buf_depth: 2
  cts_sinks: 17
status:
  status: "finished with violations"
  violations: "setup timing"
job:
  warnings: 28
  cap_violations: 0
final_layout:
  post-route-cell-area_sq_um: 1152
  syn2layout_area_growth_pct: 62.72
  drive_above_1_share: 0.6923
## metal layers
metal,up-vias,routed length (um),part of all wire,GRT usage
met3,0,203,0.12,0.02426
met4,0,0,0,0.001072
met1,244,956,0.55,0.05574
met2,24,573,0.33,0.04275
li1,224,-,-,-
met5,-,0,0,0
## timing repair
item                                    CTS  global route
pin swaps                                 4             3
endpoints found under the setup margin   26            17
cloned                                    1             0
hold buffers                              0             0
resized                                  62            10
setup buffers                             6             1
## metrics by stage
| step | utilization | setup slack, ps | cells |
|---|---|---|---|
| 4_1_cts | 0.1834 | -367.9 | 155 |
| 6_report | 0.1815 | -264.5 | 155 |
| 3_3_place_gp | 0.1669 | -808.9 | 144 |
| 3_5_place_dp | 0.1669 | -813.5 | 144 |
| 2_1_floorplan | - | -359.4 | 41 |
| 5_1_grt | 0.1815 | -280.6 | 155 |
## power by group
part / leakage (nW) / internal [mW] / switching, mW
logic: 0.322 / 0.0868 / 0.0505
clock network: 0.0228 / 0.282 / 0.207
registers: 0.231 / 0.706 / 0.0114
total: 0.576 / 1.07 / 0.269
## worst max path at each step
| stage | startpoint | end | slack [ps] | cells after the start |
|---|---|---|---|---|
| 5_1_grt | edge_cnt[4] | shift_reg[4] | -280 | 4 |
| 6_report | edge_cnt[4] | shift_reg[4] | -260 | 4 |
| 4_1_cts | edge_cnt[4] | shift_reg[5] | -370 | 5 |
## kinds of logic (layout without fill, tap and decap cells)
family / Yosys count / in the layout
AND/OR/NAND/NOR: 4 / 4
multiplexers: 16 / 16
buffers and inverters: 3 / 39
flip-flops: 17 / 17
AND-OR/OR-AND: 1 / 2
## worst max-delay path, cell delays in order
cell and delay (ps):
buf_6 90, nand4bb_4 230, or4_4 540, mux2_4 330
## cell usage after synthesis (all sizes together)
cell type / n
dfrtp: 17
mux2: 16
nor4b: 1
buf: 2
or2: 1
inv: 1
or4: 1
o41a: 1
nand4bb: 1
## layout make-up
type	instances	area [sq um]
flip-flops and latches	17	425.4
clock buffers	4	45.04
well taps	77	96.34
fillers	675	5197
inverters	1	3.754
multi-input cells	22	325.3
repair buffers	34	256.5
## layout by cell type, fill, tap and decap left out, drive strengths merged
master | Yosys | layout
mux2 | 16 | 16
nand4bb | 1 | 1
clkdlybuf4s50 | 0 | 2
nor4b | 1 | 1
or4 | 1 | 1
clkbuf | 0 | 8
clkdlybuf4s15 | 0 | 3
dfrtp | 17 | 17
inv | 1 | 1
o41a | 1 | 2
or2 | 1 | 1
buf | 2 | 25
Power is estimated from default activity; no workload was simulated.
